$ cat ./run.sh
#!/bin/bash
# OpenROAD 26Q1-2900-gdf79404cd8, Yosys 0.63+post, stock flow scripts
make -C /OpenROAD-flow-scripts/flow DESIGN_CONFIG=/design/flow/config.mk WORK_HOME=/design/flow/orfs finish
$ cat ./config.mk
export PLATFORM = sky130hd
export DESIGN_NAME = top
export DESIGN_NICKNAME = top
export VERILOG_FILES = /design/flow/design.v
export SDC_FILE = /design/flow/constraint.sdc
export NUM_CORES = 4
export LEC_CHECK = 1
export CORE_AREA = 10 10 113 113
export DIE_AREA = 0 0 123 123
$ cat ./constraint.sdc
current_design top

set clk_period 5.7
set clk_io_pct 0.2

create_clock -name clk0 -period $clk_period [get_ports {clk_50}]

set non_clock_inputs [all_inputs -no_clocks]
set_input_delay [expr $clk_period * $clk_io_pct] -clock clk0 $non_clock_inputs
set_output_delay [expr $clk_period * $clk_io_pct] -clock clk0 [all_outputs]
$ cat ./design.v
module clk_div #
(
    parameter integer DIV_COUNT = 25_000_000   
)
(
    input  wire clk_in,
    input  wire rst_n,
    output reg  clk_out
);
    reg [24:0] cnt;
    always @(posedge clk_in or negedge rst_n) begin
        if (!rst_n) begin
            cnt     <= 25'd0;
            clk_out <= 1'b0;
        end else if (cnt == DIV_COUNT - 1) begin
            cnt     <= 25'd0;
            clk_out <= ~clk_out;
        end else begin
            cnt <= cnt + 25'd1;
        end
    end
endmodule
module fsm (
    input  wire clk,         
    input  wire rst_n,       
    input  wire ped_btn,     
    output reg  led_red,
    output reg  led_yellow,
    output reg  led_green
);
    localparam [1:0] S_RED    = 2'b00,
                     S_GREEN  = 2'b01,
                     S_YELLOW = 2'b10,
                     S_PED    = 2'b11;
    localparam integer RED_DUR    = 5;
    localparam integer GREEN_DUR  = 5;
    localparam integer YELLOW_DUR = 2;
    localparam integer PED_DUR    = 4;
    reg [1:0]  state, next_state;
    reg [3:0]  sec_cnt;            
    reg        ped_req_latched;    
    always @(posedge clk or negedge rst_n) begin
        if (!rst_n)
            ped_req_latched <= 1'b0;
        else if (state == S_PED)
            ped_req_latched <= 1'b0;        
        else if (ped_btn)
            ped_req_latched <= 1'b1;
    end
    always @(posedge clk or negedge rst_n) begin
        if (!rst_n) begin
            state   <= S_RED;
            sec_cnt <= 4'd0;
        end else begin
            state <= next_state;
            if (state != next_state)
                sec_cnt <= 4'd0;
            else
                sec_cnt <= sec_cnt + 4'd1;
        end
    end
    always @* begin
        next_state = state;
        case (state)
            S_RED:    next_state = (sec_cnt >= RED_DUR-1)   ? S_GREEN : S_RED;
            S_GREEN:  next_state = (sec_cnt >= GREEN_DUR-1) ? S_YELLOW : S_GREEN;
            S_YELLOW: next_state = (sec_cnt >= YELLOW_DUR-1)? (ped_req_latched ? S_PED : S_RED) : S_YELLOW;
            S_PED:    next_state = (sec_cnt >= PED_DUR-1)   ? S_RED : S_PED;
            default:  next_state = S_RED;
        endcase
    end
    always @* begin
        led_red    = 1'b0;
        led_yellow = 1'b0;
        led_green  = 1'b0;
        case (state)
            S_RED:    led_red    = 1'b1;
            S_GREEN:  led_green  = 1'b1;
            S_YELLOW: led_yellow = 1'b1;
            S_PED:    led_red    = 1'b1;    
        endcase
    end
endmodule
module top (
    input  wire clk_50,       
    input  wire rst_n,        
    input  wire ped_btn,      
    output wire led_red,      
    output wire led_yellow,   
    output wire led_green     
);
    wire clk_1hz;
    clk_div #(.DIV_COUNT(25_000_000)) u_div (   
        .clk_in (clk_50),
        .rst_n  (rst_n),
        .clk_out(clk_1hz)
    );
    fsm u_fsm (
        .clk       (clk_1hz),
        .rst_n     (rst_n),
        .ped_btn   (ped_btn),
        .led_red   (led_red),
        .led_yellow(led_yellow),
        .led_green (led_green)
    );
endmodule
==> impl_metrics.py <==
# Flow results
metrics = {
    "logic_synthesis": {
        "top_cells_by_area": "dfrtp_1, ha_1, xor2_1",
        "syn_inst": 173,
        "ys_cells": 173,
        "syn_area_sq_um": 1820,
        "yosysTopAreaCell": "dfrtp_1",
        "top_area_share_pct": 45.4,
        "edf_count": 0,
        "seq_area_frac_synth_pct": 45.4,
        "flop_cell": "dfrtp_1",
        "synthArstFlopShare_pct": 100,
        "avgSynthCellArea_sq_um": 10.5,
        "yosysChipArea_sq_um": 1820,
        "synth_flops": 33,
        "synth.distinct_cells": 44,
        "yosysWarnings": 2,
    },
    "global_route": {
        "grt_max_degree": 34,
        "groute.usage.overall_pct": 4.17,
        "antenna_found_initial": 0,
        "grt_pass1_wl_microns": 5530,
        "grt_overflow": 0,
        "grt_pass1_vias": 1239,
    },
    "worst_setup_path": {
        "crit_required_ns": 5.90,
        "slowest_delay_ns": 0.61,
        "reg2reg_depth": 5,
        "worst-path-stages": 5,
        "cpLargestDelayFamily": "simple AND/OR/NAND/NOR gates",
        "start_kind": "register",
        "crit_chain": "ha_1, and4_1, nand4_1, or4_1, a21oi_1",
        "r2r_end": "u_div.cnt[24]",
        "cp_slowest_cell": "or4_1",
        "path_max_fanout": 12,
        "regToRegSetupSlack_ns": 3.56,
        "crit_type": "register to register",
        "r2r_start": "u_div.cnt[0]",
        "crit_arrival_ns": 2.34,
        "startpoint": "u_div.cnt[0]",
        "end_kind": "register",
        "crit_buf_inv": 0,
        "crit_end": "u_div.cnt[24]",
    },
    "floorplanning": {
        "coreArea_sq_um": 10300,
        "ios": 6,
        "rows": 37,
        "die.size.y_microns": 123,
        "fp-utilization_pct": 17.6,
        "die_area_sq_um": 15100,
        "dieWidth_microns": 123,
    },
    "sta": {
        "tightest_slew_ns": 0.614,
        "slew_viol_final": 0,
        "unclocked_regs": 7,
        "post-route-period-util_pct": 37.6,
        "setup_viol": 0,
        "relSlewSlack_pct": 58.8,
        "rsz0062_at_grt": "false",
        "layout_setup_ws_ns": 3.56,
        "max_freq_ghz": 0.467,
        "untimed_endpoints": 10,
        "finalCriticalPeriod_ns": 2.14,
        "hold_violations": 0,
        "fin_skew_ns": 0.00232,
        "setup_tns_ns": 0,
    },
    "power_and_ir_drop": {
        "power.leakage_nw": 0.880,
        "vdd.ir_drop.worst_mv": 0.0875,
        "power.density_nw_per_um2": 148,
        "power_mw": 0.310,
    },
    "clocking": {
        "tritoncts": "built",
        "cts_buffers": 3,
        "cts_setup_buffers": 0,
        "clockBufferDepth": 2,
        "cts-root-buf": "clkbuf_8",
        "htreeDepth": 1,
        "clock_latency_ns": 0.27,
        "cts_resized": 0,
        "holdBufCountCts": 0,
        "clk_pin_slew_ns": 0.09,
    },
    "final_layout": {
        "syn_to_final_growth_pct": 14.8,
        "drive_gt1_share_pct": 13.8,
        "stdcell_count": 317,
        "fin_area_sq_um": 2090,
    },
    "placement": {
        "io_buffers": 5,
        "pre_cts_slack_ns": 3.61,
        "numPlacedInstances": 313,
        "place.gp.congestion": 0.854,
        "dpl.hpwl_microns": 2260,
        "dpl_cell_area_sq_um": 2030,
    },
    "run": {
        "max_cap_viol_count": 0,
        "warnings": 31,
    },
    "run_status": {
        "status": "completed",
    },
    "min_path": {
        "hold_path_class": "register to register",
    },
    "route": {
        "drcViolationCount": 0,
        "wl_per_cell_microns": 9.84,
        "via_per_inst": 4.06,
        "wl_microns": 3120,
        "final_antenna_net_count": 0,
        "drt_iter0_drc": 107,
        "vias": 1287,
        "antenna_cells": 0,
        "first_pass_iters": 4,
    },
}
[layout by cell type (no fill, tap or decap), types with 5 or more instances in the layout]
cell type         n
o21ai_0           7
nor2_2            5
xor2_1           11
a21oi_1           6
nand4_1           7
inv_1             9
clkdlybuf4s50_1   5
nand2_1           8
a21oi_2           5
ha_1              9
nand3_1           8
xnor2_1           5
dfrtp_1          33
o31ai_1           5
[registers in the layout, summed over array words and instances, names as in the netlist]
name and count:
u_fsm.sec_cnt 4, u_div.clk_out 1, u_div.cnt 25, u_fsm.ped_req_latched 1, u_fsm.state 2
[routing by layer]
metal | vias up | global-route usage, % | routed length [microns]
li1 | 654 | - | -
met3 | 2 | 0.694 | 103
met5 | - | 0 | 0
met2 | 8 | 6.19 | 1330
met4 | 0 | 0.509 | 13
met1 | 623 | 6.42 | 1680
[metrics by stage]
step	utilization, %	hold slack (ns)
2_1_floorplan	-	0.454
3_3_place_gp	19.7	0.469
3_5_place_dp	19.7	0.481
4_1_cts	20.2	0.496
5_1_grt	20.2	0.519
6_report	20.2	0.500
[layout make-up]
| type | instances | area (sq um) |
|---|---|---|
| fill | 1128 | 8240 |
| clock buffer | 4 | 55.1 |
| sequential | 33 | 826 |
| multi-input combinational | 128 | 937 |
| timing repair buffer | 7 | 65.1 |
| tap | 136 | 170 |
| inverter | 9 | 33.8 |
[report_power, final]
part	internal, mW	switching (mW)	leakage (nW)
registers	0.184	0	0.442
logic	0.00165	0.00453	0.409
clock network	0.0617	0.0576	0.0288
total	0.248	0.0621	0.880
[worst min-delay path by stage]
stage / start / end / slack [ns] / depth (start not counted)
global route: u_div.cnt[0] / u_div.cnt[0] / 0.52 / 1
finish: u_div.cnt[23] / u_div.cnt[23] / 0.50 / 1
CTS: u_div.cnt[0] / u_div.cnt[0] / 0.50 / 1
[Yosys cell counts, drive strengths merged (3+ instances only)]
master,number
nor2b,3
o31ai,5
xor2,11
xnor2,5
nand4,8
and4,4
nor3,3
ha,9
or4,5
a211oi,4
o21ai,7
nand2,9
buf,3
or3,4
dfrtp,33
inv,9
and3,3
nor4,4
nand3,8
nor2,8
a21oi,11
[cells by family (layout without fill, tap and decap cells)]
kind of cell	count (synthesis)	in the layout	synth area share [%]
simple gates	67	67	23.6
compound gates	36	36	14.0
flops	33	33	45.4
xor+xnor	16	16	7.71
buf+inv	12	20	3.03
fa+ha+maj	9	9	6.19
Power is estimated from default activity; no workload was simulated.
